File: design.v
module score_counter(
  input clk,
  input resetn,
  input ld_result,
  input signed [8:0] cur_score,
  output reg signed [8:0] total_score
  );
  always@(posedge clk) begin
    if (!resetn)
      total_score <= 9'd0;
    else if (ld_result)
      total_score <= total_score + cur_score;
  end
endmodule
File: run.sh
#!/bin/bash
# OpenROAD 26Q1-2900-gdf79404cd8, Yosys 0.63+post, stock flow scripts
make -C /OpenROAD-flow-scripts/flow DESIGN_CONFIG=/design/flow/config.mk WORK_HOME=/design/flow/orfs finish
File: config.mk
export PLATFORM = sky130hd
export DESIGN_NAME = score_counter
export DESIGN_NICKNAME = score_counter
export VERILOG_FILES = /design/flow/design.v
export SDC_FILE = /design/flow/constraint.sdc
export NUM_CORES = 4
export LEC_CHECK = 1
export CORE_AREA = 10 10 82 82
export DIE_AREA = 0 0 92 92
File: constraint.sdc
current_design score_counter

set clk_period 5.4
set clk_io_pct 0.2

create_clock -name clk0 -period $clk_period [get_ports {clk}]

set non_clock_inputs [all_inputs -no_clocks]
set_input_delay [expr $clk_period * $clk_io_pct] -clock clk0 $non_clock_inputs
set_output_delay [expr $clk_period * $clk_io_pct] -clock clk0 [all_outputs]
==> impl_metrics.py <==
# Metrics from the implementation run
metrics = {
    "clock_network": {
        "tritoncts_clock_tree": "yes",
        "clock-root-buffer": "sky130_fd_sc_hd__clkbuf_8",
        "numCtsBuffers": 3,
        "clockBufferDepth": 2,
        "clock_latency_ns": 0.23,
        "cts.repair.resized": 0,
        "h_tree_lvl_count": 1,
        "cts_hold_buffers": 0,
        "cts_setup_buffers": 0,
        "cts.clk_slew.worst_paths_ns": 0.05,
        "cts.sink_count": 9,
    },
    "placed_design": {
        "place_area_um2": 982,
        "gpl.final_weighted_congestion": 0.802,
        "hpwl_um": 1460,
        "io_buffer_count": 20,
        "post-place-ws_ns": 2.29,
        "dpl.cell_count": 165,
    },
    "power": {
        "clock_power_share": 0.308,
        "power.switching_fraction": 0.292,
        "comb_power_share": 0.374,
        "vdd_drop_max_mv": 0.195,
        "pwr_density_cell_mw_per_mm2": 251,
        "internal_power_uw": 182,
        "leak_pwr_uw": 0.000397,
        "total_switching_power_uw": 75.4,
        "sequentialPowerShare": 0.318,
    },
    "worst_setup_path": {
        "timing.critical_path.slowest_cell_delay_ns": 0.44,
        "slowest_library_cell_on_the_worst_path": "sky130_fd_sc_hd__fa_1",
        "cp_data_required_time_ns": 5.52,
        "timing.critical_path.to_type": "flop",
        "timing.critical_path.cells": "clkdlybuf4s50_1 -> ha_1 -> fa_1 -> a211oi_2 -> o21ai_1 -> a21oi_1 -> and3b_1 -> mux2i_1",
        "crit_family": "adder cells",
        "critical_path_peak_fanout": 3,
        "path_class": "input pin to flop",
        "cp.buffers_inverters": 1,
        "crit_arrival_ns": 3.04,
        "startpoint_type": "input pin",
    },
    "cells_and_area": {
        "biggestRegsByFlops": "total_score: 9 flops",
        "drive_above_1_share": 0.0808,
        "max_reg_flops": 9,
        "area.growth.synth_to_final_pct": 42.3,
        "final-instance-count-excl-fill": 169,
        "layout_top_cells_excl_fill_tap": "20 x sky130_fd_sc_hd__clkdlybuf4s50_1, 9 x sky130_fd_sc_hd__dfxtp_1, 8 x sky130_fd_sc_hd__ha_1",
        "final_util": 0.202,
        "registers.top_by_ff_count": "total_score",
        "final_common_cell": "sky130_fd_sc_hd__clkdlybuf4s50_1",
        "layout.cell_area.non_filler_mm2": 0.00103,
        "layout.filler_cells": 575,
    },
    "die": {
        "floorplan.die_area_mm2": 0.00846,
        "core_mm2": 0.00507,
        "ports": 21,
        "floorplan.rows": 26,
        "chipWidth_um": 92,
        "fp_util": 0.142,
        "die_h_um": 92,
    },
    "route": {
        "antennaDiodeCount": 0,
        "drt_drc_violations_left": 0,
        "detail_route.iter0.violations": 25,
        "route.vias.total": 622,
        "vias_per_cell": 3.68,
        "wire_per_inst_um": 11.0,
        "route.antenna.remaining_nets": 0,
        "drt-pass1-iter-count": 4,
        "total_routed_length_um": 1870,
    },
    "yosys": {
        "post_synth_main_area_contributors": "sky130_fd_sc_hd__dfxtp_1 25%, sky130_fd_sc_hd__ha_1 14%, sky130_fd_sc_hd__mux2i_1 5.5%, sky130_fd_sc_hd__nor2b_1 5.2%, sky130_fd_sc_hd__nand3b_1 4.2%",
        "yosys.area.top_type_share": 0.250,
        "ys_chip_area_um2": 722,
        "library_cells_used_by_synthesis": 33,
        "synth-seq-area-share": 0.250,
        "synth-warning-count": 1,
        "synth_area_per_cell_um2": 9.14,
        "cells_in_synth_stat_txt": 79,
        "synth_flop_count": 9,
        "netlist_area_um2": 722,
        "synthCells": 79,
        "yosysTopAreaCell": "sky130_fd_sc_hd__dfxtp_1",
    },
    "grt": {
        "antenna_found_initial": 0,
        "grt_pass1_vias": 647,
        "grt_pass1_wl_um": 3350,
        "grt_overall_usage": 0.0480,
        "globalRoute.totalOverflow": 0,
        "largest_net_degree_at_the_start_of_global_routing": 18,
    },
    "job": {
        "openroad.warnings": 25,
        "max_cap_viol_count": 0,
    },
    "timing": {
        "timing.clock.skew_ns": 0.00173,
        "worstMarginPinSlew_ns": 0.592,
        "setup_viol": 0,
        "max_clk_rate_mhz": 343,
        "timing.final.hold_violations": 0,
        "setup_ws_ns": 2.48,
        "drv_slew": 0,
        "final_period_minus_worst_setup_slack_ns": 2.92,
        "rsz0062_at_grt": "false",
        "setup_tns_ns": 0,
        "timing.final.crit_share": 0.540,
        "timing.max_slew.rel_slack": 0.604,
    },
    "run_status": {
        "outcome": "completed",
    },
    "hold_path": {
        "class_of_the_worst_hold_path": "flop to flop",
    },
}
==> per-stage QoR <==
stage	hold slack, ns	total power [uW]
4_1_cts	0.479	263
6_report	0.477	258
2_1_floorplan	0.431	144
3_3_place_gp	0.466	180
3_5_place_dp	0.470	180
5_1_grt	0.509	282
==> synthesized netlist by cell type (all sizes together) <==
| library cell | count |
|---|---|
| a211oi | 1 |
| a21o | 1 |
| a21oi | 5 |
| a31oi | 1 |
| and2b | 1 |
| and3b | 2 |
| buf | 2 |
| clkbuf | 2 |
| dfxtp | 9 |
| fa | 1 |
| ha | 8 |
| mux2i | 4 |
| nand2 | 5 |
| nand3 | 1 |
| nand3b | 4 |
| nand4 | 3 |
| nor2 | 2 |
| nor2b | 6 |
| nor3 | 1 |
| nor3b | 1 |
| nor4 | 1 |
| o211a | 1 |
| o211ai | 3 |
| o21a | 3 |
| o21ai | 5 |
| o21bai | 1 |
| o22ai | 1 |
| or2b | 1 |
| or4 | 1 |
| xnor2 | 2 |
==> layout make-up <==
cell class              instances  area, um^2  share of cell area
flip-flops and latches          9         180               0.175
clock buffers                   4        45.0              0.0438
repair buffers                 20         200               0.195
well taps                      70        87.6              0.0853
multi-input cells              66         514               0.501
==> final timing paths <==
kind	from	endpoint	slack (ns)	depth (start not counted)
setup / recovery	cur_score[0]	total_score[8]	2.48	8
setup reg to reg	total_score[0]	total_score[8]	3.44	7
hold / removal	total_score[8]	total_score[8]	0.48	2
hold reg to reg	total_score[8]	total_score[8]	0.48	2
==> tightest hold or removal path, stage by stage (launching register included) <==
cell and delay, ns:
sky130_fd_sc_hd__dfxtp_1 0.32, sky130_fd_sc_hd__nand2_1 0.06, sky130_fd_sc_hd__mux2i_1 0.05
==> metal layers <==
layer,share of wire,up-vias,GRT usage
li1,-,334,-
met1,0.53,266,0.0711
met2,0.40,20,0.0688
met3,0.062,2,0.0165
met4,0.0043,0,0.00257
met5,0,-,0
==> logic make-up after synthesis <==
logic type | after synthesis | share of synthesized area
compound gates | 22 | 0.210
mux | 4 | 0.0555
flops | 9 | 0.250
fa+ha+maj | 9 | 0.166
xor+xnor | 2 | 0.0243
simple gates | 29 | 0.257
buf+inv | 4 | 0.0381
==> power groups by stage <==
| stage | clock [uW] | combinational, uW | sequential [uW] |
|---|---|---|---|
| CTS | 83.3 | 98.1 | 82.1 |
| global route | 87.7 | 110 | 83.7 |
| finish | 79.5 | 96.4 | 81.9 |
Power figures rest on the tool's default switching activity, not on a simulated workload.
